$ cat flow/config.mk
export PLATFORM = sky130hd
export DESIGN_NAME = DDC112_mock
export DESIGN_NICKNAME = DDC112_mock
export VERILOG_FILES = /design/flow/design.v
export SDC_FILE = /design/flow/constraint.sdc
export NUM_CORES = 4
export LEC_CHECK = 1
export CORE_UTILIZATION = 50
$ cat flow/constraint.sdc
current_design DDC112_mock

set clk_period 2.5
set clk_io_pct 0.2

create_clock -name clk0 -period $clk_period [get_ports {DCLK}]
create_clock -name clk1 -period $clk_period [get_ports {SYS_CLK}]

set non_clock_inputs [all_inputs -no_clocks]
set_input_delay [expr $clk_period * $clk_io_pct] -clock clk0 $non_clock_inputs
set_output_delay [expr $clk_period * $clk_io_pct] -clock clk0 [all_outputs]
$ cat flow/design.v
`timescale 1ns / 1ps
module DDC112_mock(
	input RST,
	input SYS_CLK,
	input DCLK,
	input CONV,
	input DXMIT_BAR,
	output reg DVALID_BAR,
	output  DOUT,
	output reg [1:0] mock_state  
    );
	 reg conv_old;
	 reg [30:0] mock_cnt;
	 reg [19:0] mock_data;  
	 reg [5:0] shift_cnt;
	 parameter mockIDLE=0, mockCOUNT=1, mockDATAshift=2; 
	 parameter mock_time = 4500;  
	 always @(posedge SYS_CLK or posedge RST)
	 begin
		if (RST)
		begin
			conv_old			<= 0;
			mock_state		<= mockIDLE;
			mock_cnt			<=0;
			DVALID_BAR 		<=1;
			mock_data		<=0;
			shift_cnt		<=0;
		end
		else
		begin
			conv_old<= CONV;
			case (mock_state)
			mockIDLE:
			begin
				if (CONV!=conv_old)  
				begin
					mock_state<=mockCOUNT;
				end
				else
				begin
					mock_state<=mockIDLE;
				end
				mock_cnt			<=0;
				DVALID_BAR 		<=1;
			end
			mockCOUNT:  
			begin
					if (mock_cnt< mock_time-1)
					begin
						mock_cnt<=mock_cnt+1;
						mock_state <= mockCOUNT;
					end
					else
					begin
						mock_cnt<=0;
						shift_cnt<=shift_cnt+1;
						mock_state <= mockDATAshift;
						mock_data		<=mock_data+1;  
					end
					DVALID_BAR 		<=1;
			end
			mockDATAshift:
			begin
					if (DXMIT_BAR==1)
					begin
						DVALID_BAR 		<=0;
					end
					else
					begin
						DVALID_BAR 		<=1;
						mock_state 		<= mockIDLE;
					end
			end
			default: 
			begin
				mock_state<=mockIDLE;
				mock_cnt			<=0;
				DVALID_BAR 		<=1;
			end
			endcase
		end
	 end
	 reg [7:0] mock_bitshift;  
	 wire [40:0] mock_data_ch2ch1;
	 assign mock_data_ch2ch1 = {1'b0,mock_data, (mock_data)};
	 always @(negedge DCLK or posedge DXMIT_BAR)  
	 begin
		if (DXMIT_BAR)
		begin
			mock_bitshift 	<=39;
		end
		else
		begin
			if (mock_bitshift>0)
			begin
				mock_bitshift<=mock_bitshift-1;
			end
		end
	 end
	 assign DOUT = (DXMIT_BAR==0)? mock_data_ch2ch1[mock_bitshift]:0;
endmodule
$ cat flow/run.sh
#!/bin/bash
# OpenROAD 26Q1-2900-gdf79404cd8, Yosys 0.63+post, stock flow scripts
make -C /OpenROAD-flow-scripts/flow DESIGN_CONFIG=/design/flow/config.mk WORK_HOME=/design/flow/orfs finish
==> results.toml <==
# flow metrics
[placement]
dp_hpwl_um = 4400
numPlacedInstances = 381
placed_cell_area_um2 = 3460
portBuffers = 7
pre_cts_ws_ns = -1.23
gp_congestion = 0.820

[floorplan]
die_w_um = 82.2
die_area_um2 = 6760
io_pins = 9
fp-utilization_pct = 53.1
fp.coreArea_um2 = 6060
fp-row-count = 28
die_height_um = 82.2

[yosys]
ys_seq_share_pct = 49.2
ys_cells = 290
yosysChipArea_um2 = 3220
synth_cells = 290
flop_cell = "dfrtp_1"
synth_area_um2 = 3220
synth.avg_cell_area_um2 = 11.1
synthArstFlopShare_pct = 100
edf_count = 0
yosysUniqueCellTypes = 52
ys.flops = 63
synth_warnings = 1

[finish]
fillers = 493
fin_area_um2 = 3680
lay_top_cells = "54 x dfrtp_1, 23 x buf_4, 22 x xor2_1"
area_growth_pct = 14.2
layout_top_cell = "dfrtp_1"
drive_gt1_share_pct = 19.6
layout.cells.non_filler = 401

[power_and_ir_drop]
cellPowerDensity_nw_per_um2 = 562
swShare_pct = 26.6
combPwrFrac_pct = 10.1
clockPowerShare_pct = 34.0
p_leak_nw = 1.82
pwr-share-seq_pct = 55.9
irDropWorstVdd_mv = 0.408
p_sw_mw = 0.549
power.total_mw = 2.06
p_int_mw = 1.52

[clocking]
postCtsHoldBufs = 0
cts.sinks = 63
cts_tree = "done"
clkTransAtPathRegs_ns = 0.10

[run]
tool_warnings = 34
maxCapViolations = 0

[setup_path]
cp.arrival_ns = 3.14
timing.rr.start = "mock_cnt[2]$_DFFE_PP0P_"
r2r-end = "mock_cnt[10]$_DFFE_PP0P_"
cp_max_fo = 2
critPathLaunchType = "flip-flop"
crit_type = "flip-flop to output pin"
reg2regPathDepth = 5
worst-endpoint-required_ns = 2.00
endpoint_kind = "output pin"
r2r_slack_ns = 0.42

[global_route]
overflow = 0
antenna_found_initial = 0
grtUsageTotal_pct = 21.9
grt_pass1_vias = 2319
grt_max_degree = 27
grt_pass1_wl_um = 10700

[worst_hold_path]
hp-class = "flip-flop to flip-flop"
hp-start = "mock_data[19]$_DFFE_PP0P_"
holdPathStages = 1
min_delay_worst_endpoint = "mock_data[19]$_DFFE_PP0P_"

[timing]
slew_viol_final = 0
worst_pin_slew_ns = 0.524
setup_viol_count_final = 1
slew_headroom_pct = 65.0
finalClockSkew_ns = 0.0550
grt_setup_unrepaired = "true"
hold_viol_final = 0
finalWorstSetupSlack_ns = -1.14
finalSetupTns_ns = -1.14

[detailed_routing]
drtPass1Iterations = 4
vias = 2298
via_per_inst = 5.73
wl_um = 6260
drcViolationCount = 0
drtAntennaViolNets = 0
drt-initial-drc-count = 85
wire_per_inst_um = 15.6
diodes = 0

[run_status]
violations = "negative setup slack"
status = "complete, but fails checks"
[per-layer routing]
| metal | track usage, % | part of all wire (%) |
|---|---|---|
| met5 | 0 | 0 |
| met4 | 4.04 | 1.9 |
| met3 | 3.68 | 3.4 |
| met2 | 34.6 | 47 |
| met1 | 33.9 | 48 |
[worst max-delay path: stages, from the launching register on]
cell and delay [ns]:
dfstp_2 0.54, mux4_2 0.50, nor4bb_2 0.27, nor4_1 0.08, nand3_1 0.06, o21ai_1 0.05, buf_2 0.10
[layout make-up]
type,instances,area (um2),area share [%]
Clock inverter,7,42.5,1.16
Multi-Input combinational cell,206,1530,41.7
Tap cell,75,93.8,2.55
Sequential cell,63,1580,43.1
Inverter,8,30.0,0.817
Timing Repair Buffer,33,280,7.62
Clock buffer,9,114,3.10
[how the worst max path moves through the flow]
stage,to,start,slack [ns]
finish,DOUT,mock_bitshift[1]$_DFFE_NP1N_,-1.14
global route,DOUT,mock_bitshift[1]$_DFFE_NP1N_,-1.31
CTS,DOUT,mock_bitshift[1]$_DFFE_NP1N_,-1.14
[what timing repair did]
action	in CTS	in global routing
endpoints found under the setup margin	1	1
pin swaps	5	0
setup buffers	5	0
hold endpoints to repair	0	0
resized	6	1
[sequential cells by signal, indices dropped and copies added (netlist names)]
name / count
DVALID_BAR: 1
mock_cnt: 31
conv_old: 1
mock_data: 20
mock_bitshift: 8
mock_state: 2
[power groups by stage]
stage / registers [mW] / logic (mW) / clock network (mW)
4_1_cts: 1.15 / 0.210 / 0.733
5_1_grt: 1.16 / 0.235 / 0.782
6_report: 1.15 / 0.209 / 0.702
[cell families after synthesis]
logic type,Yosys count,synth area share [%]
and+or+nand+nor,129,24.4
DFF,63,49.2
AOI/OAI and AO/OA,34,7.77
xor gates and xnor gates,30,8.16
buffers and inverters,21,3.42
muxes,9,5.56
adders and majority gates,4,1.55
[Yosys cell counts, types with 4 or more instances]
library cell	count	area share, %
nand2_1	20	2.3
nor2b_1	4	0.78
clkbuf_1	4	0.47
xor2_1	22	6.0
o21ai_0	4	0.62
dfstp_2	5	4.1
ha_1	4	1.6
nor2_1	19	2.2
nand4_1	9	1.7
dfrtn_1	4	3.1
xnor2_1	8	2.2
and3_1	4	0.78
nand3_1	12	1.9
nor4_1	8	1.6
nor3_1	11	1.7
a22o_1	5	1.4
inv_1	9	1.0
a31oi_1	11	2.1
and2_1	17	3.3
mux4_2	7	4.9
dfrtp_1	54	42
buf_2	4	0.62
[metrics by stage]
stage	utilization (%)	hold WS [ns]
2_1_floorplan	-	0.437
3_5_place_dp	57.2	0.469
4_1_cts	60.5	0.486
3_3_place_gp	57.2	0.469
6_report	60.7	0.486
5_1_grt	60.7	0.501
Power and IR drop assume default switching activity.
