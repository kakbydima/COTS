**config.mk**
```make
export PLATFORM = sky130hd
export DESIGN_NAME = READOUT
export DESIGN_NICKNAME = READOUT
export VERILOG_FILES = /design/flow/design.v
export SDC_FILE = /design/flow/constraint.sdc
export NUM_CORES = 4
export LEC_CHECK = 1
export CORE_UTILIZATION = 40
```
**constraint.sdc**
```tcl
current_design READOUT

set clk_period 6.0
set clk_io_pct 0.2

create_clock -name clk0 -period $clk_period [get_ports {SYS_CLK}]

set non_clock_inputs [all_inputs -no_clocks]
set_input_delay [expr $clk_period * $clk_io_pct] -clock clk0 $non_clock_inputs
set_output_delay [expr $clk_period * $clk_io_pct] -clock clk0 [all_outputs]
```
**design.v**
```verilog
`timescale 1ns / 1ps
module READOUT(
	input wire SYS_CLK,
	input wire RST,
	input wire DVALID_BAR,
	input wire DOUT,
	input wire  [9:0] fifo_cnt,
	input wire  [31:0] TINT,
	output reg DXMIT_BAR,
	output wire fifo_flag,
	output reg [64-1:0] data2pipe,
	input fiforead,
	output reg state,
	output reg done,
	output [31:0] fifo_th
    );
	 parameter bitnum=40; 
	 reg [31:0] fifo_th;
	 reg [8:0] bitcnt;
	 reg [bitnum-1:0] doutreg;
	 reg dxmit_bar_old;
	 reg dvalid_bar_old;
	 parameter IDLE=0, RETRIEVE=1;
	 wire tintless1msec;
	 wire tintless5msec;
	 wire tintless10msec;
	 wire tintless05msec;
	 assign tintless05msec = ((TINT<5000))? 1:0;
	 assign tintless1msec = ((TINT<10000)&&(TINT>5000-1))? 1:0;
	 assign tintless5msec = ((TINT<50000)&&(TINT>10000-1))? 1:0;
	 assign tintless10msec = ((TINT<100000)&&(TINT>50000-1))? 1:0;
	 assign fifo_flag= (fifo_cnt>(2*fifo_th))? 1:0;
	 always @(posedge SYS_CLK or posedge RST)
	 begin
		if (RST)
		begin
			doutreg			<=0;
			dxmit_bar_old	<=1;
			bitcnt			<=0;
			state				<= IDLE;
			done 				<=0;
			data2pipe 		<=0;
			DXMIT_BAR 		<=1;
			fifo_th			<=100;
		end
		else
		begin
			if (tintless05msec)
			begin
				fifo_th <= 400;
			end
			else
			begin
				if (tintless1msec)
				begin
					fifo_th <= 200;
				end
				else
				begin
					if (tintless5msec)
					begin
						fifo_th <= 50;
					end
					else
					begin
						if (tintless10msec)
						begin
							fifo_th <= 25;
						end
						else
						begin
							fifo_th <= 20;
						end
					end
				end
			end
			dvalid_bar_old	<=DVALID_BAR;
			case (state)
			IDLE:
			begin
				done 			<= 0;
				if ((DVALID_BAR==0)&(dvalid_bar_old==1))  
				begin
					state <=RETRIEVE;
					DXMIT_BAR <=0;
				end
				else
				begin
					state <=IDLE;
					DXMIT_BAR <=1;
				end
			end
			RETRIEVE:
			begin
				if (bitcnt<bitnum) 
				begin
					doutreg[bitcnt]	<=DOUT;  
					bitcnt	<= bitcnt+1;
					done 		<= 0;
					DXMIT_BAR<= 0;
				end
				else
				begin
					done 			<= 1;
					data2pipe 	<= doutreg;  
					state 		<= IDLE;
					DXMIT_BAR	<= 1;
					bitcnt		<= 0;
				end
			end
			default:
			begin
				doutreg		<= 0;
				data2pipe	<= 0;
				done			<= 0;
				bitcnt		<= 0;
				dxmit_bar_old		<= 1;
				state 		<= IDLE;
				DXMIT_BAR	<= 1;
			end
			endcase
		end
	 end
endmodule
```
**run.sh**
```bash
#!/bin/bash
# OpenROAD 26Q1-2900-gdf79404cd8, Yosys 0.63+post, stock flow scripts
make -C /OpenROAD-flow-scripts/flow DESIGN_CONFIG=/design/flow/config.mk WORK_HOME=/design/flow/orfs finish
```
==> CHANGELOG.md <==
### Implementation results

- Most instantiated logic cell after routing: nand2_1
- Clk root buf: clkbuf_16
- Post-DRT Antenna Nets: 0
- Reg-to-Reg Start: bitcnt[0]
- EDFF count, synth: 1
- Yosys cell types: 53
- DRT Wirelength: 10,300 um
- Switching part of the total power: 30.2%
- Fin crit period: 4.57 ns
- Fin crit share: 76.1%
- Hold buffers post-CTS: 0
- Final hold violations: 0
- Fraction of registers with async set/reset: 99.0%
- CTS tree: yes
- Layer with the highest usage: met1
- Slew @ Worst Pin: 0.872 ns
- Cells after Synth: 539
- First-pass GRT wire length: 17,200 um
- DP HPWL: 7420 um
- Die ar.: 13,300 um2
- Cell repeated most along the worst path: clkdlybuf4s50_1
- Status: finished, final reports clean
- Post-synth seq share: 49.9%
- GRT Overall Usage: 16.6%
- GP Congestion: 0.866
- Highest net fanout along the worst path: 3
- Int Power: 1.33 mW
- Max Freq: 219 MHz
- Comb pwr share: 25.0%
- P_leak: 2.82 nW
- Congestion Overflow GR: 0
- Hold slack final: 0.460 ns
- Worst setup EP type: output port
- Hold Path Class: reg -> reg
- Share of cells above drive strength 1: 11.4%
- Max_cap viols: 0
- CTS Sinks: 102
- Critical Path RT: 4.80 ns
- # H-tree levels: 3
- Total vias in the final route: 3,791
- Synthesized area: 5140 um2
- Vias in the first global route: 3,527
- Slowest CP cell: or4b_2
- Final Max Tran Viols: 0
- PD cells: 300 nW/um2
- Global Route met2 Usage: 24.4%
- Net Sw Power: 579 uW
- CP top delay family: buffers and inverters
- Endpoints failing setup: 0
- Clock buffer depth: 2
- Total Power: 1.91 mW
- M3 GR Usage: 2.04%
- TritonCTS Buffers: 9
- Buf+Inv Stages, Crit Path: 3
- Pre-antenna DRT Iters: 5
- PortBufs: 95
- WP data arrival: 3.37 ns
- FP Core Util: 40.9%
- Initial antenna violation count: 0
- Postcts setup bufs: 0
- Detailed router's first-iteration violation count: 182
- RSZ-0062 raised after global routing: no
- Hold Crit Start: doutreg[8]
- Core footprint: 12,600 um2
- Clock Power Share: 32.2%
- Crit path cell chain: clkdlybuf4s50_1 > inv_1 > ha_1 > nand4_1 > or4b_2 > o2111ai_1 > nand3_1 > clkdlybuf4s50_1
- DR DRC count: 0
- Ant. Diodes: 0
- Seq pwr share: 42.7%
- Die H: 115 um
- Die W: 115 um
- Highest cell delay on the worst timing path: 0.68 ns
- Area Overhead vs Synth: 24.0%
- Avg WL per Cell: 12.8 um
- WS Path Type: in -> out
- Yosys Chip Area: 5140 um2
- Met1 usage: 28.3%
- Syn Area/Cell: 9.53 um2
- Yosys reg bits: 102
- Main flop type: dfrtp_1
- Layout Utilization: 50.7%
- CP Launch Type: primary input
- Worst slew margin: 40.4%
- Max Clock Skew: 0.00983 ns
- Setup TNS: 0 ns
- Post-CTS sizing: 0
- Worst-path clk slew: 0.07 ns
- Largest net degree at the start of global routing: 53
- IO Pins: 147
- Post-DR vias/cell: 4.73
- # rows: 41
- Maximum VDD drop: 0.000161 V
- Worst-Skew Late Latency: 0.34 ns
- Log Warnings: 30
- Setup crit start: fifo_cnt[1]
- Yosys warns: 1
- Top cells excl fill/tap: 150 x nand2_1, 97 x dfrtp_1, 95 x clkdlybuf4s50_1
- Ys cells: 539
==> metrics by stage <==
stage               instances  worst slack (ns)  cell area, um2
floorplan                 585              2.13            5310
global placement          786              1.45            6050
detailed placement        786              1.44            6050
CTS                       801              1.43            6370
global route              801              1.34            6370
finish                    801              1.43            6370
==> cell families after synthesis <==
| kind of cell | after synthesis | synth area share, % |
|---|---|---|
| compound gates | 36 | 4.73 |
| xor+xnor | 6 | 1.02 |
| fa+ha+maj | 11 | 2.68 |
| buf+inv | 88 | 10.3 |
| flops | 102 | 49.9 |
| mux | 40 | 8.75 |
| other cells | 1 | 0.0730 |
| simple gates | 255 | 22.6 |
==> layout make-up <==
type,instances,area [um2]
fillers,1181,6200
flip-flops and latches,102,2560
multi-input cells,395,2220
repair buffers,99,981
clock buffers,10,239
well taps,172,215
clock inverters,5,83.8
inverters,18,70.1
==> final timing paths <==
kind,cells past startpoint,endpoint,slack [ns]
setup / recovery,8,fifo_flag,1.43
hold / removal,2,data2pipe[8],0.46
setup reg to reg,8,doutreg[28],2.86
hold reg to reg,2,data2pipe[8],0.46
max in group asynchronous,3,data2pipe[17],3.61
min in group asynchronous,2,data2pipe[4],1.32
==> power groups by stage <==
stage     sequential, mW  clock (mW)  combinational, mW
4_1_cts            0.819       0.632              0.482
5_1_grt            0.829       0.656              0.537
6_report           0.818       0.617              0.479
==> metal layers <==
metal | part of all wire (%) | wire length (um)
met5 | 0 | 0
met4 | 1.4 | 139
met3 | 4.6 | 471
met2 | 44 | 4520
met1 | 50 | 5140
==> flip-flops by register name, summed over array words and instances, names as in the netlist <==
name	cells
DXMIT_BAR	1
bitcnt	9
data2pipe	40
done	1
doutreg	40
dvalid_bar_old	1
fifo_th	9
state	1
==> worst reg2reg max path, cell delays in order, from the launching register on <==
cell	delay, ns
dfrtp_1	0.59
inv_1	0.26
ha_1	0.38
nor3b_1	0.28
xor2_1	0.28
nor2b_1	0.24
and3_1	0.44
nor2b_1	0.23
mux2_2	0.34
==> Yosys cell counts, drive strengths merged (5+ instances only) <==
| library cell | n | area share [%] |
|---|---|---|
| nand2 | 150 | 11 |
| dfrtp | 97 | 47 |
| buf | 57 | 8.0 |
| mux2 | 39 | 8.6 |
| nor2 | 28 | 2.2 |
| inv | 18 | 1.3 |
| nand3 | 17 | 1.7 |
| clkbuf | 13 | 0.95 |
| nor4 | 13 | 1.6 |
| nor3 | 12 | 1.4 |
| ha | 11 | 2.7 |
| o21ai | 9 | 0.88 |
| nand4 | 7 | 0.85 |
| a21oi | 5 | 0.49 |
| nor2b | 5 | 0.61 |
No activity file was given, so power comes from the tool's default toggle rates.
