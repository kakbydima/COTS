==> flow/design.v <==
`timescale 1ns / 1ps
module CLKGEN(
	input wire clk,
	input wire reset,
	input wire DXMIT_BAR,
	output reg SYS_CLK,
	output  DCLK,
	input wire [31:0] TINT,
	output reg CONV
    );
	 reg [4:0] cnt_10M;  
	 reg [27:0] cnt_int;  
	 always @(posedge clk or posedge reset)
	 begin
		if (reset)
		begin
			cnt_10M <=0;
			SYS_CLK <=0;
		end
		else
		begin
			if (cnt_10M<5-1) 
			begin
				cnt_10M 	<=cnt_10M+1;
			end
			else
			begin
				SYS_CLK	<=~SYS_CLK;
				cnt_10M 	<=0;
			end
		end
	 end	
	reg dxmit_bar_del;
	 always @(posedge SYS_CLK or posedge reset)
	 begin
		if (reset)
		begin
			cnt_int 	<=0;
			CONV		<=0;
			dxmit_bar_del<=0;
		end
		else
		begin
			dxmit_bar_del<=DXMIT_BAR;
			if (cnt_int<TINT-1) 
			begin
				cnt_int <=cnt_int+1;
			end
			else
			begin
				CONV		<=~CONV;
				cnt_int 	<=0;
			end
		end
	 end
assign 	 DCLK = (dxmit_bar_del==0)? SYS_CLK:0;
endmodule
==> flow/run.sh <==
#!/bin/bash
# OpenROAD 26Q1-2900-gdf79404cd8, Yosys 0.63+post, stock flow scripts
make -C /OpenROAD-flow-scripts/flow DESIGN_CONFIG=/design/flow/config.mk WORK_HOME=/design/flow/orfs finish
==> flow/config.mk <==
export PLATFORM = sky130hd
export DESIGN_NAME = CLKGEN
export DESIGN_NICKNAME = CLKGEN
export VERILOG_FILES = /design/flow/design.v
export SDC_FILE = /design/flow/constraint.sdc
export NUM_CORES = 4
export LEC_CHECK = 1
export CORE_UTILIZATION = 40
==> flow/constraint.sdc <==
current_design CLKGEN

set clk_period 2.1
set clk_io_pct 0.2

create_clock -name clk0 -period $clk_period [get_ports {clk}]

set non_clock_inputs [all_inputs -no_clocks]
set_input_delay [expr $clk_period * $clk_io_pct] -clock clk0 $non_clock_inputs
set_output_delay [expr $clk_period * $clk_io_pct] -clock clk0 [all_outputs]
==> summary.txt <==
The flow run is done. Shortest clock period the worst path allows after layout landed at 1.64 ns. Entering global routing, the biggest net connects 31 pins. On the final layout, the worst clock skew is 0.00323 ns. Data arrival time of the critical path landed at 1.22 ns. Counting along the longest clock path gives a buffer depth of 2. The detailed router reported a total wirelength of 5.47 mm.

After synthesis, the design contains 306 cells according to Yosys. The worst hold path belongs to the class reg2reg. Number of enable flip-flop cells landed at 0.

Via count landed at 2137. The number of hold buffers added after CTS was 0. For this design the static power due to leakage is 1.35 nW.

The number of antenna violations at the first check in global routing came to 0. At the placement stage, the worst setup path has a slack of 0.679 ns. Setup repair after global routing left no endpoint under its margin. Number of failing hold endpoints at the final stage landed at 0. Nets still carrying antenna violations after routing amount to 0. The routed layout reports a DRC error count of 0. Looking at hold timing, the worst path starts from cnt_10M[3].

Once iteration 0 of detailed routing completed, the report listed 107 DRC markers. Global routing used 1.46% of the available met3 tracks. Dividing the detail-routed via count by the number of cells gives 4.85. The critical path's slowest stage uses the library cell clkdlybuf4s50_1.

TritonRoute output was used to compute an average wire per cell of 12.4 microns. Once the clock tree was built, the setup fixing pass inserted 0 buffers. Count of warnings emitted by yosys landed at 1. CTS added clock buffers totalling 3. Buffers placed on the I/O ports in this run total 37. Row count landed at 30. RePlAce ended its routability-driven mode at a weighted congestion of 0.779.

Before placement the cells fill 41.6% of the core. Vertical die size landed at 86.1 microns. In this run the most used layer during global routing was met2. Post-route worst setup slack landed at 0.457 ns. Delay of the slowest cell on the worst path landed at 0.46 ns. Latest clock arrival within the worst-skew pair landed at 0.22 ns. Tally of unique sky130hd cells used after synthesis landed at 41. For the worst setup path, the data required time is 1.68 ns.

Worst-margin pin slew landed at 0.494 ns. The horizontal die dimension reported for this design is 86.1 microns. In this run the register-to-register setup slack is 1.15 ns. According to the report, the first pass of detailed routing completed in 4 iterations. Across every metal layer, demand over resource in global routing totals 16.2%. Depth of the worst register-to-register path landed at 2. Post-route period utilization is reported as 78.2%. According to the timing report, the critical path is launched from SYS_CLK. Per the CTS log, the maximum H-tree level is 1. From the final report, the count of setup violators was given as 0.

Measured against its own limit, the worst slew margin works out to 66.8%. The cell sequence reported for the critical path is nor2b_1, clkdlybuf4s50_1. The worst setup path is captured at an output port. For reference, the final report shows the max-slew violation count at 0.

Top-area cell type share of the netlist area landed at 31.8%. In this run the worst setup path terminates at DCLK. The main area contributors are dfrtp_1 32%, ha_1 13%, xnor2_1 9.9%. Count of inserted antenna diode cells landed at 0. By instance count, the leading cell after synthesis is nor2_1. Summing the sequential cell areas from Yosys gives 31.8% of the chip area. The capture point of the worst register-to-register path is recorded as SYS_CLK. Per the synth stats, the proportion of register bits with asynchronous set or reset is 100%.

Per the timing report, the most critical flop-to-flop path originates at cnt_10M[4]. After synthesis the cells add up to 2830 sq um. Summing over the stages, the warning tally comes to 25. STA lists the maximum fanout along the critical path as 4.

Clock slew seen by the registers of the worst setup and hold paths landed at 0.03 ns. Upper clock frequency limit landed at 609 MHz. Number of global-route vias before repair landed at 2000. TritonCTS built the clock tree. Signed area change from the synthesized netlist to the final layout landed at 18.2%. Adding up every negative setup slack in the final design gives 0 ns. The cell sitting at the root of the clock tree is a clkbuf_8. For reference, the most critical setup path is categorized as reg2out.

After synthesis, the chip area reported by Yosys is 2830 sq um. After synthesis, the most frequently instantiated cells are 39 x nor2_1, 36 x dfrtp_1, 32 x xnor2_1, 30 x ha_1, 26 x nand2_1. The chip occupies 7410 sq um. The timer found 30 register pins that no clock reaches; their paths are not timed. Summed over all layers, the global routing overflow is 0. The flow ran to the end, and the final reports show no timing, DRC or antenna violations.

Leaving out filler cells and counting taps, the final layout contains 441. Number of unconstrained endpoints landed at 31. The synthesis report names the predominant flop master as dfrtp_1. In this run the count of I/O pins placed on the die edge is 38. Instance count of the mapped netlist landed at 306. Fraction of layout cells with a size suffix above 1 landed at 7.25%. Max-capacitance violation count landed at 0. The worst setup path is launched from a flip-flop. The highest supply drop recorded on VDD is 0.000418 V. Once placement completed, the tool counted placed cells totaling 438. Floorplan core area landed at 6790 sq um.

First-pass GRT wire length landed at 9.45 mm. Per the synthesis report, the dominant area consumer among library cells is dfrtp_1. Counting flops and latches in the post-synthesis netlist gives 36. Synthesized area per cell landed at 9.24 sq um. The script computed a power per unit cell area of 506 nW/um^2. Total of cells resized after clock tree synthesis landed at 0. Placed wire-length estimate landed at 4.43 mm. Met1 usage in global routing landed at 25.5%. The global routing report lists met2 layer usage as 26.6%.
## final cells by class
type	instances	area, sq um
fill	644	3450
multi-input combinational	259	1860
timing repair buffer	40	393
inverter	7	26.3
sequential	36	901
tap	96	120
clock buffer	3	41.3
## critical path: cells and delay by family (launching register included)
family | cells | cell delay [ns]
buf+inv | 1 | 0.46
flops | 1 | 0.40
simple gates | 1 | 0.14
## per-stage QoR
step                hold WS, ns  util (%)  power, mW  instance area, sq um
floorplan                 0.410         -       1.22                  2830
global placement          0.421      48.6       1.52                  3300
detailed placement        0.422      48.6       1.53                  3300
CTS                       0.432      49.2       1.71                  3340
global route              0.457      49.2       1.86                  3340
finish                    0.428      49.2       1.69                  3340
## sequential cells by signal, indices dropped and copies added (netlist names)
name	count
cnt_int	28
SYS_CLK	1
CONV	1
cnt_10M	5
dxmit_bar_del	1
## metal layers
layer | wire length (microns) | share of wire (%)
met1 | 2850 | 52
met3 | 105 | 1.9
met5 | 0 | 0
met2 | 2510 | 46
met4 | 0 | 0
## logic make-up (layout without fill, tap and decap cells)
group                    after synthesis  count (layout)  synth area share, %
other                                  1               2                0.133
adder cells (fa/ha/maj)               30              30                 13.3
AND/OR/NAND/NOR                      145             145                 29.8
flip-flops                            36              36                 31.8
buffers and inverters                 12              50                 2.48
XOR/XNOR                              53              53                 16.4
AND-OR/OR-AND                         29              29                 6.06
## worst min path at each step
| stage | to | depth (start not counted) |
|---|---|---|
| CTS | cnt_10M[0] | 1 |
| global route | cnt_10M[0] | 1 |
| finish | cnt_10M[0] | 1 |
## power by group
group          switching, mW  internal [mW]  leakage [nW]
registers              0.197          0.544         0.455
clock network         0.0440          0.123        0.0216
logic                  0.396          0.388         0.876
## placed cells by master (no fill, tap or decap), types with 11 or more instances in the layout
master            n
nor2_1           39
clkdlybuf4s50_1  37
dfrtp_1          36
xnor2_1          32
ha_1             30
nand2_1          26
xor2_1           21
a21oi_1          12
nor3_1           11
Power is estimated from default activity; no workload was simulated.
